### ./config.mk
export PLATFORM = sky130hd
export DESIGN_NAME = counter
export DESIGN_NICKNAME = counter
export VERILOG_FILES = /design/flow/design.v
export SDC_FILE = /design/flow/constraint.sdc
export NUM_CORES = 4
export LEC_CHECK = 1
export CORE_AREA = 10 10 70 70
export DIE_AREA = 0 0 80 80
### ./constraint.sdc
current_design counter

set clk_period 1.4
set clk_io_pct 0.2

create_clock -name clk0 -period $clk_period [get_ports {clk}]

set non_clock_inputs [all_inputs -no_clocks]
set_input_delay [expr $clk_period * $clk_io_pct] -clock clk0 $non_clock_inputs
set_output_delay [expr $clk_period * $clk_io_pct] -clock clk0 [all_outputs]
### ./design.v
`timescale 1ns / 1ns
module counter#(parameter WIDTH = 4,
                parameter MAX = 10)(
					 input clk, input rst, input en, 
					 output [WIDTH-1:0]out);
	reg [WIDTH-1:0]cnt_nxt, cnt_ff;
	assign out=cnt_ff;
	always @ (*) begin
		cnt_nxt=cnt_ff;
		if(en) begin
			cnt_nxt=(cnt_ff==MAX-1)? 'b0 : cnt_ff+1'b1;
		end
	end
	always @ (posedge clk or posedge rst) begin
		if(rst) begin
			cnt_ff <= 'b0;
		end
		else begin
			cnt_ff <= cnt_nxt;
		end
	end
endmodule
### ./run.sh
#!/bin/bash
# OpenROAD 26Q1-2900-gdf79404cd8, Yosys 0.63+post, stock flow scripts
make -C /OpenROAD-flow-scripts/flow DESIGN_CONFIG=/design/flow/config.mk WORK_HOME=/design/flow/orfs finish
==> results.toml <==
# synthesis and place-and-route metrics
[placed_design]
post-place-ws_ps = 75.6
place_hpwl_um = 374
numPortBuffers = 6
gp_congestion = 0.708
placement.cell_area_um2 = 307

[critical_path]
cp.buffers_inverters = 1
rr_startpoint = "cnt_ff[0]"
slowest_cell_on_the_critical_path = "sky130_fd_sc_hd__clkdlybuf4s50_1"
r2r_cells = 4
cells_along_the_critical_path = "clkdlybuf4s50_1"
crit_path_end_kind = "primary output"
worst-setup-path-type = "register to primary output"
crit_path_leading_delay_family = "buffers and inverters"
required_ps = 1120
critical_path_peak_fanout = 2
worst-r2r-setup-slack_ps = 390
cp_data_arrival_time_ps = 1040
critPathMaxStageDelay_ps = 470
worstSetupStartpointType = "register"
r2r_end = "cnt_ff[3]"

[final_timing]
setup_ws_ps = 76.0
skew_ps = 2.60
relSlewSlack_pct = 87.4
layout_worst_path_cycle_share_pct = 94.6
grt_setup_unrepaired = "false"
drv_slew = 0
summed_negative_setup_slack_over_all_endpoints_ps = 0
worst-slew-pin-transition_ps = 188
max_freq_mhz = 755
post-route-min-period_ps = 1320
setup-violations-final = 0
finalHoldViolCount = 0

[synthesis]
netlist_top_cells_area = "sky130_fd_sc_hd__dfrtp_1, sky130_fd_sc_hd__and4b_1, sky130_fd_sc_hd__nor3_2"
synth_area_leader_cell = "sky130_fd_sc_hd__dfrtp_1"
synthesis.instances = 17
synth.yosys.chip_area_um2 = 189
ys_seq_elements = 4
yosysCellCount = 17
synth-main-ff-cell = "sky130_fd_sc_hd__dfrtp_1"
top_area_share_pct = 53.0
top_cells_by_count = "sky130_fd_sc_hd__dfrtp_1, sky130_fd_sc_hd__o21ai_1"
synthMostInstantiatedCell = "sky130_fd_sc_hd__dfrtp_1"
distinct_cell_type_count_of_the_synthesized_netlist = 13
post_synth.cell_area_avg_um2 = 11.1
synth_async_sr_flop_share_pct = 100
yosysSeqAreaShare_pct = 53.0
syn_area_um2 = 189
yosysWarnings = 1
enable_flop_cells = 0

[drt]
detailedRoute.firstIterationViolations = 3
number_of_diodes = 0
drcViolationCount = 0
ant_nets = 0
route.detailed.vias_per_inst = 2.21
total_routed_wirelength_um = 501
count_of_tritonroute_iterations_in_the_first_routing_pass = 2
wl_per_cell_um = 6.68
num_vias = 166

[floorplan]
die_h_um = 80
fp_util_pct = 5.53
core_region_area_mm2 = 0.00342
dieArea_mm2 = 0.00640
die_x_um = 80
number_of_ports_placed_on_the_die_boundary = 7
rows = 21

[global_route]
global_route_wire_length_before_repair_um = 834
largest_net_degree_at_the_start_of_global_routing = 6
first_global_vias = 211
grt_antenna_before_repair = 0
globalRoute.totalOverflow = 0
grt.total_usage_pct = 1.74

[clocking]
numCtsBuffers = 3
cts_root_buf = "sky130_fd_sc_hd__clkbuf_4"
h-tree-depth = 1
clk_path_buf_depth = 2
clock-sinks = 4
postCtsHoldBufs = 0
worstSkewPairLatency_ps = 230
clock_tree_from_tritoncts = "yes"
clkTransAtPathRegs_ps = 40

[job]
tool_warnings = 25
max_cap_violations = 0

[run_status]
run_status = "completed"

[min_path]
holdCritPathClass = "primary input to async pin"

[power_and_ir_drop]
power.ir.vdd_worst_mv = 0.308
p_per_cell_area_mw_per_mm2 = 1980
total_leakage_power_nw = 0.154

[cells_and_area]
largest_reg_flops = 4
regMostFlops = "cnt_ff"
finish.instance_area_um2 = 354
reg.largest.list = "cnt_ff: 4 flops"
drive_above_1_share_pct = 31.0
flow.area_growth_from_synthesis_pct = 87.4
fill_cells = 406
==> stage by stage <==
step / total power, mW / hold slack (ps) / std cells / util [%]
final: 0.703 / 251 / 75 / 10.4
after global routing: 0.768 / 272 / 75 / 10.4
after CTS: 0.717 / 263 / 75 / 10.3
after detailed placement: 0.500 / 514 / 69 / 8.97
after global placement: 0.485 / 510 / 69 / 8.97
after floorplan: 0.344 / 46.1 / 17 / -
==> kinds of logic (layout without fill, tap and decap cells) <==
family | count (synthesis) | count (layout) | synth area share [%]
and+or+nand+nor | 7 | 7 | 26.5
DFF | 4 | 4 | 53.0
AOI/OAI and AO/OA | 3 | 3 | 9.27
xor gates and xnor gates | 2 | 2 | 9.27
buffers and inverters | 1 | 13 | 1.98
==> power by group <==
group	internal (mW)	switching [mW]
clock	0.0957	0.0448
sequential	0.176	0.0346
combinational	0.221	0.131
==> cells in the final DEF, fill, tap and decap left out, drive strengths merged <==
| cell | count |
|---|---|
| a21o | 1 |
| and4b | 1 |
| buf | 3 |
| clkbuf | 3 |
| clkdlybuf4s50 | 5 |
| dfrtp | 4 |
| dlymetal6s2s | 1 |
| inv | 1 |
| nand2 | 2 |
| nand3 | 1 |
| nor2b | 2 |
| nor3 | 1 |
| o21ai | 2 |
| xnor2 | 1 |
| xor2 | 1 |
==> what timing repair did <==
| action | 4_1_cts | 5_1_grt |
|---|---|---|
| endpoints found under the setup margin | 3 | 1 |
| gates resized | 0 | 1 |
| buffers inserted | 3 | 0 |
==> worst max-delay path by stage <==
stage,startpoint,to,slack (ps),cells after the start
CTS,cnt_ff[3],out[3],30,1
global route,cnt_ff[0],out[0],20,1
finish,cnt_ff[0],out[0],80,1
==> layout make-up <==
type | instances | area [um^2] | area share, %
Timing Repair Buffer | 9 | 85.1 | 24.0
Sequential cell | 4 | 100 | 28.3
Tap cell | 46 | 57.6 | 16.3
Clock buffer | 3 | 22.5 | 6.36
Multi-Input combinational cell | 12 | 85.1 | 24.0
Inverter | 1 | 3.75 | 1.06
==> layer usage <==
| metal | global-route usage [%] | up-vias | part of all wire, % |
|---|---|---|---|
| li1 | - | 83 | - |
| met5 | 0 | - | 0 |
| met4 | 0.704 | 0 | 4.4 |
| met1 | 1.60 | 70 | 41 |
| met2 | 2.25 | 10 | 32 |
| met3 | 2.16 | 3 | 22 |
Power is estimated from default activity; no workload was simulated.
