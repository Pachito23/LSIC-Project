==> config.mk <==
export PLATFORM = sky130hd
export DESIGN_NAME = sev_seg_disp
export DESIGN_NICKNAME = sev_seg_disp
export VERILOG_FILES = /design/flow/design.v
export SDC_FILE = /design/flow/constraint.sdc
export NUM_CORES = 4
export LEC_CHECK = 1
export CORE_UTILIZATION = 40
==> constraint.sdc <==
current_design sev_seg_disp

set clk_period 3.7
set clk_io_pct 0.2

create_clock -name clk0 -period $clk_period [get_ports {clk}]
create_clock -name clk1 -period $clk_period [get_ports {fast_clk}]

set non_clock_inputs [all_inputs -no_clocks]
set_input_delay [expr $clk_period * $clk_io_pct] -clock clk0 $non_clock_inputs
set_output_delay [expr $clk_period * $clk_io_pct] -clock clk0 [all_outputs]
==> design.v <==
`timescale 1ns / 1ns
module clk_div#(parameter WIDTH = 4,
                parameter MAX = 10)
  			   (input clk,input rst,input en, output div_clk);
  localparam HALF_COUNT = (MAX-1)/2;
  reg [WIDTH-1:0] count_ff,count_next;
  reg drive_ff, drive_next;
  assign div_clk = drive_ff;
  always @* begin
    drive_next = drive_ff;
    count_next = count_ff;
    if(en) begin
      if(count_ff == (MAX-1)) begin
        drive_next = 1'b0;
        count_next = 'b0;
      end else begin
        count_next = count_ff+1'b1;
        if(count_ff < HALF_COUNT) begin
          drive_next = 1'b0;
        end else begin
          drive_next = 1'b1;
        end
      end
    end
  end
  always @(posedge clk or posedge rst) begin
    if(rst) begin
      drive_ff <= 1'b0;
      count_ff <= 'b0;   
    end else begin
      drive_ff <= drive_next;
      count_ff <= count_next;
    end
  end
endmodule 
`timescale 1ns / 1ps
module counter_time#(parameter WIDTH = 4,
                parameter MAX = 10
					 )(
					 input clk, input rst, input en, 
					 output en_next,
					 output [WIDTH-1:0]out);
	reg [WIDTH-1:0]cnt_nxt, cnt_ff;
	reg en_next_dig;
	assign en_next=en_next_dig;
	assign out=cnt_ff;
	always @ (posedge clk or posedge rst) begin
		if(rst) begin
			cnt_ff <= 'b0;
		end
		else
			cnt_ff <= cnt_nxt;
	end
	always @ (*) begin
		cnt_nxt=cnt_ff;
		en_next_dig=1'b0;
		if(en) begin
			if(cnt_ff==MAX-1)
			begin
				cnt_nxt='b0;
				en_next_dig=1'b1;
			end
			else
				begin
					cnt_nxt=cnt_ff+1'b1;
				end
		end
	end
endmodule
`timescale 1ns / 1ps
module display_seg(
	input [3:0] data_in,
	input [3:0] dig_in,
	output reg [6:0] seg,
	output reg [3:0] dig_out
    );
	always @ (*) begin
				if (data_in == 0) seg = ~(7'b0111111);
		else if ( data_in == 1) seg = ~(7'b0000110); 
		else if ( data_in == 2) seg = ~(7'b1011011); 
		else if ( data_in == 3) seg = ~(7'b1001111);  
		else if ( data_in == 4) seg = ~(7'b1100110);  
		else if ( data_in == 5) seg = ~(7'b1101101);  
		else if ( data_in == 6) seg = ~(7'b1111101);
		else if ( data_in == 7) seg = ~(7'b0000111);
		else if ( data_in == 8) seg = ~(7'b1111111);
		else if ( data_in == 9) seg = ~(7'b1101111);
		else seg = ~(7'b0000000);
		dig_out=dig_in;
	end
endmodule
`timescale 1ns / 1ps
module selector(
	input [3:0] data_in_dig1,
	input [3:0] data_in_dig2,
	input [3:0] data_in_dig3,
	input [3:0] data_in_dig4,
	input [3:0] digit_to_update,
	input fast_clk,
	input rst,
	output reg [3:0] sel,
	output reg [3:0] data_out
);
wire clk_slowed;
clk_div#(
		.WIDTH(26),
		.MAX(50_000)
	)
	clk_div_inst(
		.clk(fast_clk),         
		.rst(1'b0), 			 
		.en(1'b1),         
		.div_clk(clk_slowed) 
	);
reg [1:0] cnt=2'b0,cnt_next;
always @(posedge clk_slowed)
	begin
			cnt <= cnt + 1'b1;
	end
always @ (*) begin	
	if (cnt == 2'b0 ) begin 
		sel = ~(4'b0001);
		data_out=data_in_dig1;
	end
	else if (cnt == 2'b1 ) begin
		sel = ~(4'b0010);
		data_out=data_in_dig2;
	end
	else if (cnt == 2'b10)  begin
		sel = ~(4'b0100);
		data_out=data_in_dig3;
	end
	else if (cnt == 2'b11) begin
		sel = ~(4'b1000);
		data_out=data_in_dig4;
	end
	if(cnt == 2'b11)
		cnt_next=0;
end
endmodule
`timescale 1ns / 1ps
module sev_seg_disp(
	input clk, rst, en,
	input fast_clk,
	output [6:0] seg,
	output [3:0] dig,
	output [3:0] dig_1_out, dig_2_out, dig_3_out, dig_4_out
    );
	wire en_dig_2,en_dig_3,en_dig_4;
	wire [3:0] dig_1, dig_2, dig_3, dig_4;
	reg [3:0] dig_to_update;
	wire [3:0] sel,to_update;
	assign dig_1_out = dig_1;
	assign dig_2_out = dig_2;
	assign dig_3_out = dig_3;
	assign dig_4_out = dig_4;
	counter_time#(
		.WIDTH(4), 
		.MAX(10)
	)
	counter_time_dig_1(
		.clk(clk), 
		.rst(rst),       
		.en(en), 
		.en_next(en_dig_2),  
		.out(dig_1)       
	);
		counter_time#(
		.WIDTH(4), 
		.MAX(6)
	)
	counter_time_dig_2(
		.clk(clk), 
		.rst(rst),       
		.en(en_dig_2), 
		.en_next(en_dig_3),  
		.out(dig_2)       
	);
		counter_time#(
		.WIDTH(4), 
		.MAX(10)
	)
	counter_time_dig_3(
		.clk(clk), 
		.rst(rst),       
		.en(en_dig_3), 
		.en_next(en_dig_4),  
		.out(dig_3)       
	);
	counter_time#(
		.WIDTH(4), 
		.MAX(6)
	)
	counter_time_dig_4(
		.clk(clk), 
		.rst(rst),       
		.en(en_dig_4), 
		.en_next(),  
		.out(dig_4)       
	);
	always @(*)
	begin
		dig_to_update[0]=en;
		dig_to_update[1]=en_dig_2;
		dig_to_update[2]=en_dig_3;
		dig_to_update[3]=en_dig_4;
	end
	selector s(
	.data_in_dig1(dig_1),
	.data_in_dig2(dig_2),
	.data_in_dig3(dig_3),
	.data_in_dig4(dig_4),
	.fast_clk(fast_clk),
	.digit_to_update(dig_to_update),
	.sel(sel),
	.rst(rst),
	.data_out(to_update)
);
	display_seg display1_0_9(
	.data_in(to_update),
	.seg(seg),
	.dig_in(sel),
	.dig_out(dig)
    );
endmodule
==> run.sh <==
#!/bin/bash
# OpenROAD 26Q1-2900-gdf79404cd8, Yosys 0.63+post, stock flow scripts
make -C /OpenROAD-flow-scripts/flow DESIGN_CONFIG=/design/flow/config.mk WORK_HOME=/design/flow/orfs finish
==> run summary <==
Outcome: finished clean
WP data arrival: 2.38 ns
Kind of critical path: in -> reg
Post-CTS Setup Repair Bufs: 0
Register pins left without a clock: 10
Fraction of layout cells with a size suffix above 1: 4.70%
Pre-antenna DRT Iters: 4
Via count: 1917
Fin Setup TNS: 0 ns
Syn. warnings: 6
Slowest Stage Delay on Critical Path: 0.53 ns
Finished Core Util: 48.9%
Port buffer count: 29
Cts-stage hold buffer count: 0
Count of cell types in the netlist: 45
Detailed Place HPWL: 3.31 mm
Fin area: 2930 um^2
Violation count after the first detailed-route iteration: 63
Cell area leaders: dfxtp_1 (23%), dfrtp_1 (16%), xnor2_1 (9.1%)
Cell Area, Placed: 2840 um^2
Via density: 5.14
Top cell area share: 23.2%
Rel. slew slack: 57.1%
GP Congestion: 0.848
Max-cap violations: 0
Ys cells: 273
GRT Resource Usage Total: 14.5%
Crit end category: flop
Core area: 5990 um^2
Hold Worst Slack: 0.466 ns
Antenna violations before repair: 0
Startpoint types: input port
I/O pin count: 31
Delay-heaviest family, CP: simple AND/OR/NAND/NOR gates
Max-slew violations: 0
Unrepaired setup endpoints after global routing: no
Leading area contributor after synthesis: dfxtp_1
CTS clk-pin slew, worst paths: 0.09 ns
Grt ovf: 0
Crit path buf inv count: 1
Worst Tran Pin Value: 0.643 ns
Total Wirelength: 4.49 mm
Worst path required time: 3.83 ns
Post-DRT Antenna Nets: 0
Ant diodes: 0
Vias in the first global route: 1642
Synth flops: 53
Cells after Synth: 273
Log Warnings: 32
FP Util: 41.8%
DR WL/cell: 12.0 um
Syn avg cell area: 9.16 um^2
Cell Chain, Critical Path: clkdlybuf4s50_1 > and3b_1 > nand4_1 > nor2_1 > mux2_2
Yosys chip area: 2500 um^2
Die Y: 81.1 um
First-pass GRT wire length: 7.35 mm
Area of the mapped netlist: 2500 um^2
Area grow syn2layout: 17.1%
Placed insts: 366
Fillers: 578
Die W: 81.1 um
Non-filler instance count after layout: 373
Number of unconstrained endpoints: 21
Max VDD drop: 0.299 mV
Residual DRC: 0
Rows: 28
Most common reg cell: dfxtp_1
Largest net degree at the start of global routing: 17
Count leader, synth: dfxtp_1
Ys async rst share: 30.2%
Clk_skew: 0.00698 ns
Worst path slowest cell: clkdlybuf4s50_1
Final Hold Viols: 0
P_leak: 1.14 nW
Hold WC Path Type: reg -> reg
CP max FO: 7
PwrDens: 351 nW/um^2
Setup violators final: 0
Chip Area: 6570 um^2
CTS resizes: 0
Commonest cells in the netlist: dfxtp_1 (29), xnor2_1 (26), nor2_1 (24), nand2_1 (20), nand4_1 (18)
TritonCTS clock tree: yes
Number of enable flip-flop cells: 0
-- cell type report --
class	count	area (um^2)	share of cell area [%]
multi-input combinational	191	1280	43.9
sequential	53	1100	37.6
timing repair buffer	30	298	10.2
tap	75	93.8	3.20
clock buffer	6	82.6	2.82
inverter	17	63.8	2.18
clock inverter	1	5.00	0.171
-- registers in the layout, indices dropped and copies added (netlist names) --
signal and count:
counter_time_dig_3.cnt_ff 4, s.data_out 4, counter_time_dig_4.cnt_ff 4, s.clk_div_inst.drive_ff 1, s.clk_div_inst.count_ff 26, counter_time_dig_2.cnt_ff 4, s.cnt 2, s.sel 4
counter_time_dig_1.cnt_ff 4
-- worst register-to-register path, delay by kind of cell, from the launching register on --
| kind | cells | cell delay, ns |
|---|---|---|
| DFF | 1 | 0.48 |
| and+or+nand+nor | 3 | 0.84 |
| muxes | 1 | 0.34 |
-- stage by stage --
step                      setup WS, ns  power [mW]
after detailed placement          1.21       0.747
after CTS                         1.46        1.04
after global routing              1.34        1.09
after global placement            1.22       0.746
final                             1.45        1.03
after floorplan                   1.92       0.646
-- cell usage in the layout (no fill, tap or decap), drive strengths merged, types with 6 or more instances in the layout --
master / count
a21oi: 12
clkbuf: 6
nand4: 18
o21ai: 13
mux2i: 6
dfxtp: 29
clkdlybuf4s50: 29
nand3: 11
inv: 17
nand2: 20
xnor2: 26
nor4: 7
ha: 8
dlxtn: 8
dfrtp: 16
nor2: 24
xor2: 6
and3: 8
-- worst paths after layout --
| path | cells after the start | endpoint | slack [ns] | start |
|---|---|---|---|---|
| worst max register to register | 4 | counter_time_dig_4.cnt_ff[1]$_DFFE_PP0P_ | 1.92 | counter_time_dig_2.cnt_ff[1]$_DFFE_PP0P_ |
| worst min register to register | 1 | s.clk_div_inst.count_ff[25]$_SDFF_PN0_ | 0.47 | s.clk_div_inst.count_ff[25]$_SDFF_PN0_ |
| worst max-delay path | 5 | counter_time_dig_4.cnt_ff[1]$_DFFE_PP0P_ | 1.45 | en |
| min in group clk0 | 1 | counter_time_dig_4.cnt_ff[0]$_DFFE_PP0P_ | 0.53 | counter_time_dig_4.cnt_ff[0]$_DFFE_PP0P_ |
| max in group clk1 | 5 | s.clk_div_inst.drive_ff$_SDFF_PN0_ | 1.95 | s.clk_div_inst.count_ff[0]$_SDFF_PN0_ |
| worst min-delay path | 1 | s.clk_div_inst.count_ff[25]$_SDFF_PN0_ | 0.47 | s.clk_div_inst.count_ff[25]$_SDFF_PN0_ |
| min in group asynchronous | 2 | counter_time_dig_3.cnt_ff[2]$_DFFE_PP0P_ | 0.89 | rst |
| max in group asynchronous | 2 | counter_time_dig_1.cnt_ff[2]$_DFFE_PP0P_ | 2.40 | rst |
-- per-layer routing --
metal	global-route usage [%]	vias up	part of all wire (%)
met3	2.28	4	4.4
met1	21.0	874	49
li1	-	997	-
met4	1.25	0	0.47
met5	0	-	0
met2	24.4	42	46
-- power breakdown --
| part | internal [mW] | total [mW] | leakage, nW | switching (mW) |
|---|---|---|---|---|
| Sequential | 0.505 | 0.577 | 0.502 | 0.0728 |
| Clock | 0.147 | 0.290 | 0.0470 | 0.142 |
| Combinational | 0.112 | 0.160 | 0.589 | 0.0481 |
| Total | 0.764 | 1.03 | 1.14 | 0.263 |
-- cells by family (layout without fill, tap and decap cells) --
| family | count (synthesis) | after routing | share of synthesized area, % |
|---|---|---|---|
| adder cells (fa/ha/maj) | 8 | 8 | 4.00 |
| AND-OR/OR-AND | 38 | 38 | 9.46 |
| flip-flops | 45 | 45 | 39.2 |
| buffers and inverters | 29 | 54 | 4.60 |
| XOR/XNOR | 32 | 32 | 11.2 |
| multiplexers | 8 | 8 | 3.30 |
| latches | 8 | 8 | 4.80 |
| AND/OR/NAND/NOR | 105 | 105 | 23.4 |
Power figures rest on the tool's default switching activity, not on a simulated workload.
