==> design/flow/design.v <==
`timescale 1ns / 1ps
module memory#(
		parameter ADDR_LINES=10,
		parameter LOC_SIZE=32
	)(
	input wr, en, clk,
	input [ADDR_LINES-1:0] rd_addr,wr_addr,
	input [LOC_SIZE-1:0] wr_data,
	output reg [LOC_SIZE-1:0] rd_data
    );
	reg [ADDR_LINES-1:0] ram_mem [LOC_SIZE-1:0];
	always @(posedge clk)
	begin
		if(wr && en)
			ram_mem[wr_addr]<=wr_data;
			else
			if(!wr && en)
				rd_data<=ram_mem[rd_addr];
	end
endmodule
==> design/flow/run.sh <==
#!/bin/bash
# OpenROAD 26Q1-2900-gdf79404cd8, Yosys 0.63+post, stock flow scripts
make -C /OpenROAD-flow-scripts/flow DESIGN_CONFIG=/design/flow/config.mk WORK_HOME=/design/flow/orfs finish
==> design/flow/config.mk <==
export PLATFORM = sky130hd
export DESIGN_NAME = memory
export DESIGN_NICKNAME = memory
export VERILOG_FILES = /design/flow/design.v
export SDC_FILE = /design/flow/constraint.sdc
export NUM_CORES = 4
export LEC_CHECK = 1
export CORE_UTILIZATION = 50
==> design/flow/constraint.sdc <==
current_design memory

set clk_period 2.5
set clk_io_pct 0.2

create_clock -name clk0 -period $clk_period [get_ports {clk}]

set non_clock_inputs [all_inputs -no_clocks]
set_input_delay [expr $clk_period * $clk_io_pct] -clock clk0 $non_clock_inputs
set_output_delay [expr $clk_period * $clk_io_pct] -clock clk0 [all_outputs]
==> reports/qor.txt <==
Worst Path Buf+Inv: 1
Worst hold path class: flip-flop to flip-flop
Clk slew on worst S/H paths: 60 ps
Detailed placement HPWL: 15800 µm
Cell Area, Synth: 13300 µm²
Unique masters post-synth: 28
Die width: 165 µm
Cts bufs inserted: 31
EDFF count, synth: 330
Share of cells above drive strength 1: 0.150
Worst-skew pair later-pin latency: 540 ps
Clk buf depth: 3
Routed wl met2: 11600 µm
Filler instances: 1876
Area growth syn-to-layout: 14.7%
Mean Syn Cell Area: 17.5 µm²
Vias in the first global route: 6948
Share of power burned in registers: 0.548
Crit Path Category: flip-flop to output pin
Worst r2r src: ram_mem[1][9]
Post-synth area hogs: edfxtp_1, mux2i_1, a22oi_1
Critical Path Sink Type: output pin
YS chip area: 13300 µm²
IO buf count: 32
WHS Endpoint: rd_data[9]
DRC: 0
Cell family with most CP delay: buffers and inverters
Post-Layout Cell Count: 1215
Register share after synthesis: 0.747
Total power: 11200 µW
CP max FO: 1
# placed instances: 1158
Yosys Instances: 759
H-tree depth: 1
P per Cell Area: 737 nW/µm²
Overflow after GRT: 0
Reg2reg end: rd_data[9]
Dominant cell area share: 0.747
Power Internal: 8980 µW
Top_reg_cell synth: edfxtp_1
Net load switching power: 2240 µW
First-pass DRT Iterations: 5
Die Y: 165 µm
Routability cong.: 0.858
Fp_density: 0.509
Max incr delay on CP: 480 ps
DR vias: 6741
Yosys top cell by area: edfxtp_1
Combinational share of power: 0.057
Core area: 26100 µm²
Critical path's slowest cell: clkdlybuf4s50_1
LEAKAGE: 0.00537 µW
Hold buffers post-CTS: 0
Ports: 87
CTS tree: built
Mapped Cells: 759
Die area: 27200 µm²
Period minus WS final: 1910 ps
Outcome: finished, final reports clean
Starting DRT DRC Count: 424
Via/cell ratio: 5.55
Routed met3 length: 3550 µm
Peak supply drop: 0.644 mV
R2R cell count: 5
Hold Path Depth: 4
Yosys Warn Count: 1
Tool warnings: 57
CP Cell Sequence: clkdlybuf4s50_1
Clock sinks: 330
First-pass GRT wire length: 39200 µm
RSZ-0062 raised after global routing: no
Commonest cells after routing, fill and taps aside: edfxtp_1, mux2i_1, buf_4, a22oi_1, nor2_1
Sw Share: 0.200
Final hold violation count: 0
Design area: 15200 µm²
Reg-to-reg slack, setup: 1010 ps
GRT Util Overall: 0.219
Met1 WL: 9810 µm
Overall routed net length: 25600 µm
WL/cell: 21.0 µm
Critical path arrival: 1410 ps
Dpl cell area: 14300 µm²
FF+latch count, synth: 330
Fmax: 0.525 GHz
CTS resizes: 0
Largest net degree at the start of global routing: 40
Async set or reset register ratio after synthesis: 0
Fin. max-slew vios: 0
Clk pwr share: 0.395
Final Setup Violations: 0
Final period utilization: 0.762
Final ANT Viol Nets: 0
Setup total negative slack: 0 ps
Setup Skew: 14.5 ps
HP Start: ram_mem[11][9]
Max Cap Viol: 0
Max layer used: met5
Antenna violations before repair: 0
Startpoint types: flip-flop
Root buffer cell: clkbuf_16
Crit path required time: 2000 ps
Antenna diode instance count: 0
FP Rows: 59
Post-CTS Setup Bufs: 0
Most used logic cell in the final layout: edfxtp_1
==> stage by stage <==
stage / utilization / hold slack [ps] / setup slack (ps)
detailed placement: 0.547 / 722 / 77.1
global route: 0.584 / 790 / 566
CTS: 0.584 / 740 / 573
global placement: 0.547 / 722 / 67.6
floorplan: - / 599 / 616
finish: 0.584 / 732 / 595
==> tightest hold or removal path, delay by kind of cell (launching register included) <==
kind | cells | cell delay (ps)
flip-flops | 1 | 320
AND/OR/NAND/NOR | 3 | 240
multiplexers | 1 | 60
==> synthesized netlist by cell type, drive strengths merged (10+ instances only) <==
library cell / count
edfxtp: 330
mux2i: 160
buf: 56
a22oi: 40
nor2: 35
nand2: 23
nand3: 21
a21oi: 20
a22o: 20
nand4: 11
a31oi: 10
nor3: 10
==> cell families (layout without fill, tap and decap cells) <==
| group | Yosys count | after routing | share of synthesized area |
|---|---|---|---|
| flops | 330 | 330 | 0.747 |
| mux | 160 | 160 | 0.121 |
| simple gates | 115 | 115 | 0.0446 |
| compound gates | 90 | 90 | 0.0481 |
| buf+inv | 63 | 163 | 0.0398 |
| other cells | 1 | 22 | 0.000283 |
==> cell type report <==
cell class,instances,area [µm²],area share
Timing Repair Buffer,106,1000,0.0660
Sequential cell,330,9910,0.651
Tap cell,335,419,0.0275
Clock buffer,39,806,0.0529
Multi-Input combinational cell,387,2920,0.192
Clock inverter,18,161,0.0106
==> state kept, by name, indices dropped and copies added, names as in the netlist <==
register  cells
ram_mem     320
rd_data      10
==> power by group through the flow <==
stage,Sequential [µW],Combinational (µW),Clock (µW)
after CTS,6150,646,4510
after global routing,6150,697,4740
final,6150,639,4430
==> metal layers <==
layer,track usage,up-vias
li1,-,3141
met1,0.333,3246
met2,0.303,318
met3,0.133,34
met4,0.0392,2
met5,0.0265,-
==> how the worst max path moves through the flow <==
stage                 startpoint         end  depth (start not counted)
after CTS             rd_data[2]  rd_data[2]                          1
final                 rd_data[1]  rd_data[1]                          1
after global routing  rd_data[1]  rd_data[1]                          1
Power figures rest on the tool's default switching activity, not on a simulated workload.
